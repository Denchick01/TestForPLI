## flow/design.v

```verilog
module input_driver (CLK, IHOUR, DHOUR, IMIN, 
		   DMIN,  ISEC,  DSEC, 
		   RESET_TIME, OPER);
    parameter hour   = 3600;
    parameter minute = 60;
    parameter second = 1;
    parameter time_buff_size = 18;
    parameter oper_l = 3;
    input CLK;
    input IHOUR; 
    input DHOUR; 
    input IMIN; 
    input DMIN;  
    input ISEC;  
    input DSEC;
    input RESET_TIME;
    output [time_buff_size + oper_l - 1:0] OPER;
    reg [time_buff_size + oper_l - 1:0] OPER;
    always @(posedge CLK)
        begin
            if (RESET_TIME)
                OPER <= (0 << oper_l) | 1;
            else if (IHOUR)
                OPER <= (hour << oper_l) | 4;
            else if (DHOUR)
                OPER <= (hour << oper_l) | 2;
            else if (IMIN)
                OPER <= (minute << oper_l) | 4;
            else if (DMIN)
                OPER <= (minute << oper_l) | 2;
            else if (ISEC)
                OPER <= (second << oper_l) | 4;
            else if (DSEC)
                OPER <= (second << oper_l) | 2;
            else;
     end            
endmodule
module time_handler (A_TIME, DEC, CLK, RESET, CURR_TIME);
    parameter start_time = 0;
    parameter time_buff_size = 18;    
    parameter max_time = 24 * 3600;
    input DEC;
    input [time_buff_size - 1:0] A_TIME;
    input CLK;
    input RESET;
    output [time_buff_size - 1:0] CURR_TIME;
    reg [time_buff_size - 1:0] CURR_TIME;
    always @(posedge CLK)
        begin
            if (RESET)
                CURR_TIME = start_time;
            else if (!DEC)
                CURR_TIME = add_time(CURR_TIME, A_TIME);
            else if (DEC)
                CURR_TIME = dec_time(CURR_TIME, A_TIME);
            else;            
        end
     function [time_buff_size - 1:0] add_time;
         input [time_buff_size - 1:0] C_TIME;
	 input [time_buff_size - 1:0] ADD_VALUE;
         begin 
             if (C_TIME + ADD_VALUE > max_time)
                 add_time = 0;
	     else
                 add_time =  C_TIME + ADD_VALUE;
         end
     endfunction
    function [time_buff_size - 1:0] dec_time;
        input [time_buff_size - 1:0] C_TIME;
	input [time_buff_size - 1:0] DEC_VALUE;
        begin 
            if (C_TIME < DEC_VALUE)
                dec_time = 0;
	    else
                dec_time =  C_TIME - DEC_VALUE;
        end
    endfunction
endmodule
module output_driver(CLK, CURR_TIME);
    input CLK;
    input [17:0]CURR_TIME;
    always @(posedge CLK)
    begin : begin_1
	    reg [17:0]sec;
	    reg [17:0]min;
	    reg [17:0]hour;
	    hour = CURR_TIME / 3600;
	    min  = (CURR_TIME % 3600) / 60;
	    sec  = (CURR_TIME % 3600) % 60;
            $display("TIME: %d:%d:%d", hour, min, sec);
	end
endmodule
`timescale 10ns/1ns
module TestForPLI;
     reg [6:0]input_bus;
     reg  clk;
     wire ihour;
     wire dhour;
     wire imin;
     wire dmin;
     wire isec;
     wire dsec;
     wire reset;
     wire [20:0]driver_out;
     wire [17:0]curr_time;
     assign {ihour, dhour, imin, dmin, isec, dsec, reset} = input_bus;
     input_driver driver_1 (.CLK(clk), .IHOUR(ihour), .DHOUR(dhour), .IMIN(imin), 
	                 .DMIN(dmin), .ISEC(isec), .DSEC(dsec), .RESET_TIME(reset), .OPER(driver_out));
     time_handler time_h_1 (.A_TIME(driver_out[20:3]), .DEC(driver_out[1]), .CLK(clk), .RESET(driver_out[0]), .CURR_TIME(curr_time));
     output_driver driver_2 (.CLK(clk), .CURR_TIME(curr_time));
     initial
         begin
             clk = 0;
	     input_bus = 0;
	     $display("Running testbench");
         end
     always  
         begin
             input_bus = 1 << 2;
             clk = !clk;
	 end
endmodule
```

## flow/run.sh

```bash
#!/bin/bash
# OpenROAD 26Q1-2900-gdf79404cd8, Yosys 0.63+post, stock flow scripts
make -C /OpenROAD-flow-scripts/flow DESIGN_CONFIG=/design/flow/config.mk WORK_HOME=/design/flow/orfs finish
```

## flow/config.mk

```make
export PLATFORM = sky130hd
export DESIGN_NAME = time_handler
export DESIGN_NICKNAME = time_handler
export VERILOG_FILES = /design/flow/design.v
export SDC_FILE = /design/flow/constraint.sdc
export NUM_CORES = 4
export LEC_CHECK = 1
export CORE_UTILIZATION = 30
```

## flow/constraint.sdc

```tcl
current_design time_handler

set clk_period 10.0
set clk_io_pct 0.2

create_clock -name clk0 -period $clk_period [get_ports {CLK}]

set non_clock_inputs [all_inputs -no_clocks]
set_input_delay [expr $clk_period * $clk_io_pct] -clock clk0 $non_clock_inputs
set_output_delay [expr $clk_period * $clk_io_pct] -clock clk0 [all_outputs]
```

==> flow_summary.ini <==
; implementation run metrics
[power_and_ir_drop]
p_per_area_nw_per_um2 = 190
p_leak_nw = 1.43
ir_worst_vdd_mv = 0.0855
p_total_mw = 0.640

[status]
status = complete, no violations

[placed_design]
dp_worst_setup_slack_ps = 4070
gp_congestion = 0.920
place_inst = 522
port_buffers = 38
dp_hpwl_um = 6180

[finish]
lay_top_count = clkdlybuf4s50_1
nFillCells = 975
drive_gt1_share_pct = 7.07
syn_to_final_growth_pct = 18.0
fin_cells = 525
post-route-util_pct = 36.4
seq_area_sq_um = 360
lay_top_cells = 38 x clkdlybuf4s50_1, 36 x ha_1, 31 x inv_1, 31 x nor2_1, 26 x a21oi_1
largest_reg_flops = 18
comb_area_sq_um = 2300

[yosys]
ys_cells = 368
synth_warnings = 1
synthArstFlopShare_pct = 0
edf_count = 0
yosys.stat.seqShare_pct = 12.6
syn-cell-area_sq_um = 2850
ys.flop_type = dfxtp_1
synthCells = 368
avgSynthCellArea_sq_um = 7.75
ys_types = 80
ys_ff = 18
ys_chip_area_sq_um = 2850

[critical_path]
path_cells = clkdlybuf4s50_1 -> ha_1 -> inv_1 -> fa_1 -> a21oi_1 -> nor2b_1 -> a311o_1 -> a311o_1 -> a31oi_1 -> o31a_1 -> or2_1 -> nor2_1 -> a311oi_1 -> a21oi_1
endpoint_kind = flop
start_kind = input pin
cpPeakStageDelay_ps = 490
crit_type = in -> reg
required_ps = 10130
critPathTopFamily = AND-OR/OR-AND gates
crit_buf_inv = 2
cp_slowest_cell = clkdlybuf4s50_1
cp_data_arrival_time_ps = 5770
critPathMaxFanout = 13

[global_route]
grt_pass1_wl_um = 12800
grtUsageTotal_pct = 16.1
grt_pass1_vias = 2573
grt.overflow.total = 0
grt_max_degree = 20
antenna_found_initial = 0

[detailed_routing]
drt-initial-drc-count = 181
final_antenna_net_count = 0
n_antenna_cell = 0
routedWlPerCell_um = 14.8
drtPass1Iterations = 4
drcViolationCount = 0
routed_wl_um = 7760
vias = 2774
via_per_inst = 5.28

[floorplanning]
die_width_um = 99.5
core-area_sq_um = 9240
die_h_um = 99.5
fp_util_pct = 30.9
die-area_sq_um = 9900
num_rows = 35
pin_count = 39

[sta]
worst_slew_pin_slew_ps = 815
min_period_ps = 5650
setup_viol = 0
finalMaxSlewViolations = 0
fin_skew_ps = 2.29
max_freq_mhz = 177
final-hold-violation-count = 0
slew_headroom_pct = 45.4
setup_ws_ps = 4350
fin_crit_sh_pct = 56.5
rsz0062_at_grt = no
tns_ps = 0

[cts]
cts_hold_buf = 0
cts_sinks = 18
cts_buffers = 3
h-tree-depth = 1
cts_tree = done
clkTransAtPathRegs_ps = 90
cts_buffer_depth = 2
cts_resized = 0
cts-root-buf = clkbuf_8
clk_latency_ps = 260
post_cts.repair.setup_buffers = 0

[flow_run]
drv_cap = 0
tool_warnings = 43

[min_path]
hp-class = reg -> reg
## stage by stage
stage                     hold WS [ps]  instance area, sq um
after floorplan                    542                  2850
after global placement             594                  3330
after detailed placement           598                  3330
after CTS                          611                  3370
after global routing               636                  3370
final                              609                  3370
## worst min-delay path, delay by kind of cell (launching register included)
kind | cells | cell delay, ps
adders and majority gates | 1 | 130
buffers and inverters | 1 | 60
AOI/OAI and AO/OA | 1 | 50
DFF | 1 | 330
## worst paths after layout
| path | startpoint | end | slack, ps | depth (start not counted) |
|---|---|---|---|---|
| setup / recovery | A_TIME[0] | CURR_TIME[7] | 4350 | 14 |
| hold / removal | CURR_TIME[0] | CURR_TIME[0] | 610 | 3 |
| setup reg to reg | CURR_TIME[0] | CURR_TIME[7] | 6210 | 14 |
| hold reg to reg | CURR_TIME[0] | CURR_TIME[0] | 610 | 3 |
## power by group
group,internal (mW),switching [mW]
Sequential,0.0890,0.0153
Clock,0.0269,0.0312
Combinational,0.205,0.273
Total,0.321,0.320
## routing by layer
layer,vias to the layer above,track usage (%),part of all wire (%)
met5,-,0,0
met4,0,3.28,2.0
met3,12,2.29,6.0
met2,83,24.5,43
met1,1252,24.5,49
li1,1427,-,-
## area by class of cell
class | count | area share (%)
Multi-Input combinational cell | 304 | 68.3
Inverter | 33 | 3.68
Clock buffer | 3 | 1.23
Timing Repair Buffer | 38 | 11.3
Tap cell | 129 | 4.79
Sequential cell | 18 | 10.7
## synth_stat cells, types with 4 or more instances
library cell / instances / area share (%)
ha_1: 36 / 16
inv_1: 31 / 4.1
nor2_1: 31 / 4.1
a21oi_1: 26 / 4.6
dfxtp_1: 18 / 13
nand2_1: 17 / 2.2
xnor2_1: 13 / 4.0
a21o_1: 11 / 2.9
o21ai_0: 11 / 1.9
nor3_1: 8 / 1.4
a31oi_1: 7 / 1.5
buf_2: 7 / 1.2
nand2b_1: 7 / 1.5
and3_1: 6 / 1.3
nand3_1: 6 / 1.1
nor2b_1: 6 / 1.3
o22ai_1: 6 / 1.3
or3_1: 6 / 1.3
o21a_1: 5 / 1.3
o21bai_1: 5 / 1.3
xor2_1: 5 / 1.5
a2bb2oi_1: 4 / 1.2
nand4_1: 4 / 0.88
o211ai_1: 4 / 1.1
o31ai_1: 4 / 1.1
or2_1: 4 / 0.88
## cells by family after synthesis
kind of cell	count (synthesis)	share of synthesized area, %
multiplexers	3	1.05
adder cells (fa/ha/maj)	38	17.2
XOR/XNOR	19	6.10
AND-OR/OR-AND	124	32.8
buffers and inverters	46	6.75
flip-flops	18	12.6
AND/OR/NAND/NOR	120	23.5
Power figures rest on the tool's default switching activity, not on a simulated workload.
